**/design/flow/run.sh**
```bash
#!/bin/bash
# OpenROAD 26Q1-2900-gdf79404cd8, Yosys 0.63+post, stock flow scripts
make -C /OpenROAD-flow-scripts/flow DESIGN_CONFIG=/design/flow/config.mk WORK_HOME=/design/flow/orfs finish
```
**/design/flow/config.mk**
```make
export PLATFORM = sky130hd
export DESIGN_NAME = FemtoRV32
export DESIGN_NICKNAME = FemtoRV32
export VERILOG_FILES = /design/flow/design.v
export SDC_FILE = /design/flow/constraint.sdc
export NUM_CORES = 4
export LEC_CHECK = 1
export CORE_UTILIZATION = 50
```
**/design/flow/constraint.sdc**
```tcl
current_design FemtoRV32

set clk_period 19.2
set clk_io_pct 0.2

create_clock -name clk0 -period $clk_period [get_ports {clk}]

set non_clock_inputs [all_inputs -no_clocks]
set_input_delay [expr $clk_period * $clk_io_pct] -clock clk0 $non_clock_inputs
set_output_delay [expr $clk_period * $clk_io_pct] -clock clk0 [all_outputs]
```
**/design/flow/design.v**
```verilog
module FemtoRV32(
   input 	 clk,
   output [31:0] mem_addr,   
   output [31:0] mem_wdata,  
   output [3:0]  mem_wmask,  
   input [31:0]  mem_rdata,  
   output 	 mem_rstrb,  
   input 	 mem_rbusy,  
   input 	 mem_wbusy,  
   input 	 reset       
);
   parameter RESET_ADDR       = 32'h00000000;
   parameter ADDR_WIDTH       = 24;
   reg tee = 0;
 wire [4:0] rdId = instr[11:7];
 (* onehot *)
 wire [7:0] funct3Is = 8'b00000001 << instr[14:12];
 wire [31:0] Uimm = {    instr[31],   instr[30:12], {12{1'b0}}};
 wire [31:0] Iimm = {{21{instr[31]}}, instr[30:20]};
 wire [31:0] Simm = {{21{instr[31]}}, instr[30:25],instr[11:7]};
 wire [31:0] Bimm = {{20{instr[31]}}, instr[7],instr[30:25],instr[11:8],1'b0};
 wire [31:0] Jimm = {{12{instr[31]}}, instr[19:12],instr[20],instr[30:21],1'b0};
   wire isLoad    =  (instr[6:2] == 5'b00000);  
   wire isALUimm  =  (instr[6:2] == 5'b00100);  
   wire isStore   =  (instr[6:2] == 5'b01000);  
   wire isALUreg  =  (instr[6:2] == 5'b01100);  
   wire isSYSTEM  =  (instr[6:2] == 5'b11100);  
   wire isJAL     =  (instr[6:2] == 5'b11011);  
   wire isJALR    =  (instr[6:2] == 5'b11001);  
   wire isLUI     =  (instr[6:2] == 5'b01101);  
   wire isAUIPC   =  (instr[6:2] == 5'b00101);  
   wire isBranch  =  (instr[6:2] == 5'b11000);  
   wire isTEE     =  (instr[6:2] == 5'b00111);
   wire isALU = isALUimm | isALUreg;
   reg [31:0] rs1;
   reg [31:0] rs2;
   (* no_rw_check *)
   reg [31:0] registerFile [31:0];
   always @(posedge clk) begin
     if (writeBack)
       if (rdId != 0)
         registerFile[rdId] <= writeBackData;
   end
   wire [31:0] aluIn1 = rs1;
   wire [31:0] aluIn2 = isALUreg | isBranch | isTEE ? rs2 : Iimm;
   reg  [31:0] aluReg;        
   reg  [4:0]  aluShamt;      
   wire aluBusy = |aluShamt;  
   wire aluWr;                
   wire [31:0] aluPlus = aluIn1 + aluIn2;
   wire [32:0] aluMinus = {1'b1, ~aluIn2} + {1'b0,aluIn1} + 33'b1;
   wire        LT  = (aluIn1[31] ^ aluIn2[31]) ? aluIn1[31] : aluMinus[32];
   wire        LTU = aluMinus[32];
   wire        EQ  = (aluMinus[31:0] == 0);
   wire [31:0] aluOut =
     (funct3Is[0]  ? instr[30] & instr[5] ? aluMinus[31:0] : aluPlus : 32'b0) |
     (funct3Is[2]  ? {31'b0, LT}                                     : 32'b0) |
     (funct3Is[3]  ? {31'b0, LTU}                                    : 32'b0) |
     (funct3Is[4]  ? aluIn1 ^ aluIn2                                 : 32'b0) |
     (funct3Is[6]  ? aluIn1 | aluIn2                                 : 32'b0) |
     (funct3Is[7]  ? aluIn1 & aluIn2                                 : 32'b0) |
     (funct3IsShift ? aluReg                                         : 32'b0) ;
   wire funct3IsShift = funct3Is[1] | funct3Is[5];
   always @(posedge clk) begin
      if(aluWr) begin
         if (funct3IsShift) begin   
	    aluReg <= aluIn1;
	    aluShamt <= aluIn2[4:0];
	 end
      end
      if (|aluShamt) begin
         aluShamt <= aluShamt - 1;
	 aluReg <= funct3Is[1] ? aluReg << 1 :               
		   {instr[30] & aluReg[31], aluReg[31:1]};   
      end
   end
   wire predicate =
        funct3Is[0] &  EQ  |  
        funct3Is[1] & !EQ  |  
        funct3Is[4] &  LT  |  
        funct3Is[5] & !LT  |  
        funct3Is[6] &  LTU |  
        funct3Is[7] & !LTU ;  
   reg  [ADDR_WIDTH-1:0] PC;  
   reg  [31:2] instr;         
   wire [ADDR_WIDTH-1:0] PCplus4 = PC + 4;
   wire [ADDR_WIDTH-1:0] PCplusImm = PC + ( instr[3] ? Jimm[ADDR_WIDTH-1:0] :
					    instr[4] ? Uimm[ADDR_WIDTH-1:0] :
					               Bimm[ADDR_WIDTH-1:0] );
   wire [ADDR_WIDTH-1:0] loadstore_addr = rs1[ADDR_WIDTH-1:0] +
		   (instr[5] ? Simm[ADDR_WIDTH-1:0] : Iimm[ADDR_WIDTH-1:0]);
   wire mem_address_is_tee;
   assign mem_address_is_tee = loadstore_addr[21] && loadstore_addr[20];  
   assign mem_addr = (state[WAIT_INSTR_bit] | state[FETCH_INSTR_bit]) ?
                  PC :
                  ((mem_address_is_tee && !tee) ? 32'h400004 : loadstore_addr);
   wire [31:0] writeBackData  =
      (isSYSTEM            ? cycles     : 32'b0) |   
      (isLUI               ? Uimm       : 32'b0) |   
      (isALU               ? aluOut     : 32'b0) |   
      (isAUIPC             ? PCplusImm  : 32'b0) |   
      (isJALR   | isJAL    ? PCplus4    : 32'b0) |   
      (isLoad              ? LOAD_data  : 32'b0) ;   
   wire mem_byteAccess     = instr[13:12] == 2'b00;  
   wire mem_halfwordAccess = instr[13:12] == 2'b01;  
   wire LOAD_sign =
	!instr[14] & (mem_byteAccess ? LOAD_byte[7] : LOAD_halfword[15]);
   wire [31:0] LOAD_data =
         mem_byteAccess ? {{24{LOAD_sign}},     LOAD_byte} :
     mem_halfwordAccess ? {{16{LOAD_sign}}, LOAD_halfword} :
                          mem_rdata ;
   wire [15:0] LOAD_halfword =
	       loadstore_addr[1] ? mem_rdata[31:16] : mem_rdata[15:0];
   wire  [7:0] LOAD_byte =
	       loadstore_addr[0] ? LOAD_halfword[15:8] : LOAD_halfword[7:0];
   assign mem_wdata[ 7: 0] = (mem_address_is_tee && !tee)? 8'b0111  : rs2[7:0];
   assign mem_wdata[15: 8] = loadstore_addr[0] ? rs2[7:0]  : rs2[15: 8];
   assign mem_wdata[23:16] = loadstore_addr[1] ? rs2[7:0]  : rs2[23:16];
   assign mem_wdata[31:24] = loadstore_addr[0] ? rs2[7:0]  :
			     loadstore_addr[1] ? rs2[15:8] : rs2[31:24];
   wire [3:0] STORE_wmask =
	      mem_byteAccess      ?
	            (loadstore_addr[1] ?
		          (loadstore_addr[0] ? 4'b1000 : 4'b0100) :
		          (loadstore_addr[0] ? 4'b0010 : 4'b0001)
                    ) :
	      mem_halfwordAccess ?
	            (loadstore_addr[1] ? 4'b1100 : 4'b0011) :
              4'b1111;
   localparam FETCH_INSTR_bit     = 0;
   localparam WAIT_INSTR_bit      = 1;
   localparam EXECUTE_bit         = 2;
   localparam WAIT_ALU_OR_MEM_bit = 3;
   localparam NB_STATES           = 4;
   localparam FETCH_INSTR     = 1 << FETCH_INSTR_bit;
   localparam WAIT_INSTR      = 1 << WAIT_INSTR_bit;
   localparam EXECUTE         = 1 << EXECUTE_bit;
   localparam WAIT_ALU_OR_MEM = 1 << WAIT_ALU_OR_MEM_bit;
   (* onehot *)
   reg [NB_STATES-1:0] state;
   wire writeBack = ~(isBranch | isStore ) &
	            (state[EXECUTE_bit] | state[WAIT_ALU_OR_MEM_bit]);
   assign mem_rstrb = state[EXECUTE_bit] & isLoad | state[FETCH_INSTR_bit];
   assign mem_wmask = {4{state[EXECUTE_bit] & isStore}} & STORE_wmask;
   assign aluWr = state[EXECUTE_bit] & isALU;
   wire jumpToPCplusImm = isJAL | (isBranch & predicate);
   wire needToWait = isLoad | isStore | isALU & funct3IsShift;
   always @(posedge clk) begin
      if(!reset) begin
         state      <= WAIT_ALU_OR_MEM;  
         PC         <= RESET_ADDR[ADDR_WIDTH-1:0];
         tee        <= 0;
      end else
      (* parallel_case *)
      case(1'b1)
        state[WAIT_INSTR_bit]: begin
           if(!mem_rbusy) begin  
              rs1 <= registerFile[mem_rdata[19:15]];
              rs2 <= registerFile[mem_rdata[24:20]];
              instr <= mem_rdata[31:2];  
              state <= EXECUTE;          
              tee <= (mem_rdata == 32'h0000007b) ? 1 : ((mem_rdata == 32'h0000007f) ? 0 : tee);
           end
        end
        state[EXECUTE_bit]: begin
           PC <= isJALR          ? {aluPlus[ADDR_WIDTH-1:1],1'b0} :
                 jumpToPCplusImm ? PCplusImm :
                 PCplus4;
	   state <= isTEE ? FETCH_INSTR : (needToWait ? WAIT_ALU_OR_MEM : FETCH_INSTR);
        end
        state[WAIT_ALU_OR_MEM_bit]: begin
           if(!aluBusy & !mem_rbusy & !mem_wbusy) state <= FETCH_INSTR;
        end
        default: begin  
          state <= WAIT_INSTR;
        end
      endcase
   end
   reg [31:0]  cycles;
   always @(posedge clk) cycles <= cycles + 1;
endmodule
```
==> impl_metrics.csv <==
group,metric,value,unit
clocking,cts_tree,"built",
place,dpl.hpwl,157000,microns
worst_setup_path,end_kind,"primary output",
floorplan,chipArea,132000,sq um
logic_synthesis,ys_cells,4383,
timing,final_hold_viol_count,0,
logic_synthesis,topCellsByArea,"edfxtp_1 53%, mux4_2 19%, ha_1 2.8%, mux2i_1 2.4%, dfxtp_1 1.8%",
place,dp.cells,6142,
timing,tightest_slew,0.970,ns
flow_run,drv_cap,0,
logic_synthesis,yosysWarningCount,1,
routing,antenna_left,0,
cells_and_area,stdcell_area,73800,sq um
hold_path,hold_path.class,"flop to flop",
worst_setup_path,crit_top_cell,"a21oi_1",
timing,max_freq,0.104,GHz
power_and_ir_drop,p_leak,25.2,nW
worst_setup_path,arrival,5.76,ns
global_route,antenna_found_initial,6,
clocking,clock.latency.late_pin,0.80,ns
worst_setup_path,crit_chain,"mux2_2 -> ha_1 -> fa_2 -> a21oi_1 -> o21bai_1 -> a21oi_1 -> o21ai_0 -> a21oi_1 -> o2111ai_1 -> o211ai_1 -> o21ai_0 -> and2_1 -> o32a_1 -> nor3_2 -> buf_4 -> nor2_1 -> a21oi_1 -> clkdlybuf4s50_1",
timing,layout_setup_ws,9.60,ns
logic_synthesis,ys_ff,1215,
worst_setup_path,cpPeakStageDelay,0.71,ns
timing,setup_violations,0,
clocking,holdBufCountCts,0,
routing,first_pass_iters,8,
routing,drcViolationCount,0,
logic_synthesis,largest_area_cell,"edfxtp_1",
worst_setup_path,cp.buffers_inverters,2,
floorplan,coreArea,130000,sq um
routing,dr_total_vias,43500,
clocking,cts-root-buf,"clkbuf_16",
clocking,clock_path_buffers,3,
global_route,grt_overflow,0,
timing,fin_crit,9.60,ns
global_route,grt_pass1_wl,333000,microns
clocking,clk_pin_slew,0.06,ns
routing,wire_per_inst,37.0,microns
cells_and_area,drive_above_1_share,0.247,
flow_run,warnings,89,
global_route,grt_usage,0.401,
logic_synthesis,ys_async_sr_fraction,0,
floorplan,placementRows,132,
logic_synthesis,synthDistinctLibCells,102,
logic_synthesis,most_common_cell,"edfxtp_1",
clocking,cts_buffers,139,
logic_synthesis,ys_seq_share,0.549,
place,place_congestion,1.10,
worst_setup_path,crit_required,15.36,ns
place,dpl_worst_slack,10.52,ns
floorplan,fp-utilization,0.505,
logic_synthesis,syn_avg_cell_area,14.9,sq um
cells_and_area,area_growth,12.9,%
worst_setup_path,critPathKind,"flop to primary output",
cells_and_area,final.fill_count,10000,
timing,rsz0062_at_grt,"false",
worst_setup_path,worstSetupStartpointType,"flop",
power_and_ir_drop,p_total,5.94,mW
timing,slew_violations,0,
clocking,htreeDepth,4,
clocking,numClockSinks,1215,
global_route,grt_pass1_vias,45000,
place,io_buffers,96,
worst_setup_path,worst_path_max_delay_cell,"edfxtp_1",
worst_setup_path,critical_path.top_delay_family,"AND-OR/OR-AND gates",
timing,slew_headroom,0.353,
floorplan,fp.dieH,364,microns
logic_synthesis,netlist_instances,4383,
place,placed_cell_area,69300,sq um
clocking,post_cts_buffers,0,
power_and_ir_drop,pwr_density_cell,80.5,nW/um^2
logic_synthesis,ff_type,"edfxtp_1",
timing,period_used_share,0.500,
floorplan,io_pins,105,
cells_and_area,final_cell_count_no_fill,6399,
worst_setup_path,crit_fanout,30,
status,outcome,"complete, no violations",
timing,final.setup.tns,0,ns
logic_synthesis,ys_area,65400,sq um
logic_synthesis,top_cell_area_share,0.530,
power_and_ir_drop,max-vdd-ir-drop,0.104,mV
logic_synthesis,mappedNetlistArea,65400,sq um
floorplan,die_w,364,microns
logic_synthesis,common_cells,"1155 x edfxtp_1, 560 x mux4_2, 247 x nand2_1, 234 x nor2_1, 221 x clkbuf_1",
logic_synthesis,edf_count,1155,
routing,drtIter0Drc,4121,
timing,skew,0.0416,ns
routing,totalWireLength,237000,microns
clocking,ctsResizeCount,0,
global_route,grt_start_max_net_pins,58,
routing,avgViaCountPerCell,6.80,
-- sequential cells by signal, indices dropped and copies added (netlist names) --
| name | flops |
|---|---|
| PC | 23 |
| aluReg | 32 |
| state | 4 |
| rs2 | 32 |
| tee | 1 |
| registerFile | 1024 |
| cycles | 32 |
| instr | 30 |
| aluShamt | 5 |
| rs1 | 32 |
-- cells by family (layout without fill, tap and decap cells) --
| family | after synthesis | count (layout) | share of synthesized area |
|---|---|---|---|
| AOI/OAI and AO/OA | 847 | 847 | 0.0892 |
| xor gates and xnor gates | 146 | 146 | 0.0195 |
| muxes | 791 | 791 | 0.230 |
| and+or+nand+nor | 803 | 803 | 0.0584 |
| adders and majority gates | 148 | 148 | 0.0288 |
| DFF | 1215 | 1215 | 0.549 |
| other | 1 | 42 | 0.0000573 |
| buffers and inverters | 432 | 665 | 0.0259 |
-- worst register-to-register path: cells and delay by family (launching register included) --
kind                     cells  cell delay [ns]
buffers and inverters        2             0.59
XOR/XNOR                     1             0.27
adder cells (fa/ha/maj)      1             0.45
AND/OR/NAND/NOR              6             2.20
flip-flops                   1             0.71
AND-OR/OR-AND                8             3.22
multiplexers                 1             0.44
-- per-layer routing --
layer  vias up  routed length, microns  global-route usage
met4        20                   14200               0.177
met1     21500                   76900               0.528
li1      18200                       -                   -
met3       615                   40800               0.269
met2      3185                  104000               0.544
met5         -                     333              0.0225
-- worst paths after layout --
check	depth (start not counted)	slack, ns	end	startpoint
worst max-delay path	18	9.60	mem_addr[22]	instr[5]$_DFFE_PP_
worst min-delay path	1	0.46	cycles[0]$_DFF_P_	cycles[0]$_DFF_P_
worst max register to register	19	11.19	PC[18]$_SDFFE_PN0P_	instr[5]$_DFFE_PP_
worst min register to register	1	0.46	cycles[0]$_DFF_P_	cycles[0]$_DFF_P_
-- through the flow --
stage / utilization / hold WS [ns]
global placement: 0.535 / 0.454
finish: 0.569 / 0.462
global route: 0.569 / 0.499
detailed placement: 0.535 / 0.465
CTS: 0.569 / 0.475
floorplan: - / 0.402
-- where the power goes --
part | switching, mW | internal [mW]
registers | 0.0219 | 2.90
clock network | 1.10 | 1.54
logic | 0.206 | 0.177
total | 1.33 | 4.61
-- layout by cell type, fill, tap and decap left out, drive strengths merged, types with 31 or more instances in the layout --
master         count
a21o              61
o31ai             63
o221ai            42
mux2i            159
clkbuf           175
nand3             54
dfxtp             60
nor2b             33
nor2             235
o22ai             53
clkinv            60
edfxtp          1155
xor2              43
xnor2            103
clkdlybuf4s50     87
a21oi            173
o211ai            31
mux4             560
nand2            247
a221oi            33
conb              40
o21ai            195
buf              200
mux2              72
inv              127
nor3              45
ha               144
-- area by class of cell --
type | instances | area (sq um) | share of cell area
sequential | 1215 | 35900 | 0.486
multi-input combinational | 2775 | 28400 | 0.384
clock buffer | 175 | 3720 | 0.0504
timing repair buffer | 287 | 2420 | 0.0328
tap | 1742 | 2180 | 0.0295
clock inverter | 80 | 797 | 0.0108
inverter | 123 | 463 | 0.00627
antenna | 2 | 5.00 | 0.0000678
No activity file was given, so power comes from the tool's default toggle rates.
